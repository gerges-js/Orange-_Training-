==> flow/design.v <==
module MAC_opt #(
    parameter DATA_WIDTH = 8,
    parameter ACC_WIDTH  = 24
)
(
    input                      clk,
    input                      control,
    input                      reset,
    input  [ACC_WIDTH-1:0]     acc_in,
    input  [DATA_WIDTH-1:0]    data_in,
    input  [DATA_WIDTH-1:0]    wt_path_in,
    output reg [ACC_WIDTH-1:0] acc_out,
    output [DATA_WIDTH-1:0]    data_out,
    output [DATA_WIDTH-1:0]    wt_path_out
);
    assign data_out    = data_in;
    assign wt_path_out = wt_path_in;
    always @(posedge clk) begin
        if (reset)
            acc_out <= {ACC_WIDTH{1'b0}};
        else if (control)
            acc_out <= acc_in + (data_in * wt_path_in);
        else
            acc_out <= acc_in;
    end
endmodule
`timescale 1ns/1ps
module TPU_optimized #(
    parameter DEPTH     = 4,
    parameter BIT_WIDTH = 8,
    parameter ACC_WIDTH = 24
)
(
    input clk,
    input control, 
    input [(BIT_WIDTH*DEPTH)-1:0] data_arr,
    input [(BIT_WIDTH*DEPTH)-1:0] wt_arr,
    output reg [(ACC_WIDTH*DEPTH)-1:0] acc_out
);
    wire [BIT_WIDTH-1:0] data_out [0:DEPTH-1][0:DEPTH-1];
    wire [BIT_WIDTH-1:0] wt_out   [0:DEPTH-1][0:DEPTH-1];
    wire [ACC_WIDTH-1:0] acc_temp [0:DEPTH-1][0:DEPTH-1];
    genvar j;
    generate
        for (j = 0; j < DEPTH; j = j + 1) begin : top_row
            if(j == 0) begin : cell_0_0
                MAC_opt #(BIT_WIDTH, ACC_WIDTH) mac_inst (
                    .clk(clk),
                    .control(control),
                    .reset(1'b0),
                    .acc_in({ACC_WIDTH{1'b0}}),
                    .data_in(data_arr[0*BIT_WIDTH +: BIT_WIDTH]),
                    .wt_path_in(wt_arr[0*BIT_WIDTH +: BIT_WIDTH]),
                    .acc_out(acc_temp[0][0]),
                    .data_out(data_out[0][0]),
                    .wt_path_out(wt_out[0][0])
                );
            end else begin : cell_0_j
                MAC_opt #(BIT_WIDTH, ACC_WIDTH) mac_inst (
                    .clk(clk),
                    .control(control),
                    .reset(1'b0),
                    .acc_in({ACC_WIDTH{1'b0}}),
                    .data_in(data_out[0][j-1]),
                    .wt_path_in(wt_arr[j*BIT_WIDTH +: BIT_WIDTH]),
                    .acc_out(acc_temp[0][j]),
                    .data_out(data_out[0][j]),
                    .wt_path_out(wt_out[0][j])
                );
            end
        end
    endgenerate
    genvar i, k;
    generate
        for (i = 1; i < DEPTH; i = i + 1) begin : other_rows
            for (k = 0; k < DEPTH; k = k + 1) begin : col_gen
                if(k == 0) begin : cell_i_0
                    MAC_opt #(BIT_WIDTH, ACC_WIDTH) mac_inst (
                        .clk(clk),
                        .control(control),
                        .reset(1'b0),
                        .acc_in(acc_temp[i-1][0]),
                        .data_in(data_arr[i*BIT_WIDTH +: BIT_WIDTH]),
                        .wt_path_in(wt_out[i-1][0]),
                        .acc_out(acc_temp[i][0]),
                        .data_out(data_out[i][0]),
                        .wt_path_out(wt_out[i][0])
                    );
                end else begin : cell_i_k
                    MAC_opt #(BIT_WIDTH, ACC_WIDTH) mac_inst (
                        .clk(clk),
                        .control(control),
                        .reset(1'b0),
                        .acc_in(acc_temp[i-1][k]),
                        .data_in(data_out[i][k-1]),
                        .wt_path_in(wt_out[i-1][k]),
                        .acc_out(acc_temp[i][k]),
                        .data_out(data_out[i][k]),
                        .wt_path_out(wt_out[i][k])
                    );
                end
            end
        end
    endgenerate
    genvar col;
    generate
        for(col = 0; col < DEPTH; col = col + 1) begin : output_gen
            always @(posedge clk) begin
                acc_out[col*ACC_WIDTH +: ACC_WIDTH] <= acc_temp[DEPTH-1][col];
            end
        end
    endgenerate
endmodule 
==> flow/run.sh <==
#!/bin/bash
# OpenROAD 26Q1-2900-gdf79404cd8, Yosys 0.63+post, stock flow scripts
make -C /OpenROAD-flow-scripts/flow DESIGN_CONFIG=/design/flow/config.mk WORK_HOME=/design/flow/orfs finish
==> flow/config.mk <==
export PLATFORM = sky130hd
export DESIGN_NAME = TPU_optimized
export DESIGN_NICKNAME = TPU_optimized
export VERILOG_FILES = /design/flow/design.v
export SDC_FILE = /design/flow/constraint.sdc
export NUM_CORES = 4
export LEC_CHECK = 1
export CORE_UTILIZATION = 30
==> flow/constraint.sdc <==
current_design TPU_optimized

set clk_period 12.2
set clk_io_pct 0.2

create_clock -name clk0 -period $clk_period [get_ports {clk}]

set non_clock_inputs [all_inputs -no_clocks]
set_input_delay [expr $clk_period * $clk_io_pct] -clock clk0 $non_clock_inputs
set_output_delay [expr $clk_period * $clk_io_pct] -clock clk0 [all_outputs]
==> run summary <==
status = finished clean
final hold viol count = 0
Area growth syn-to-layout = 10.1%
Layout Cells excl Fill = 8287
Tool Warnings = 29
GR Layer Usage met1 = 0.203
Pleak = 28.3 nW
Sink Count = 356
Initial DRC Count = 1468
syn_area_per_cell = 8.81 µm²
Synth cell types = 85
pwr/cell area = 241 nW/µm²
first-pass GRT wire length = 200000 µm
initial antenna violation count = 10
Hold WS = 0.324 ns
Async SR Flop Fraction = 0
# Cells Yosys = 5930
crit start category = input pin
boundary pin count = 162
total global-route track usage = 0.145
Seq/Total Area, Yosys = 0.136
Die Span X = 419 µm
post-DP HPWL = 91400 µm
total negative slack = 0 ns
GRT overflow = 0
CP Capture Type = flop
CORE AREA = 172000 µm²
Die Y = 419 µm
drt first pass iters = 7
Max Cap Viol = 0
highest-count logic cell in the final layout = inv_1
gr busiest metal = met2
data arrival time of the worst path = 8.71 ns
cts bufs inserted = 41
Max Slew Vio Count = 0
clock-pin slew on the worst setup and hold paths = 0.07 ns
worst-path maximum fanout = 32
wire per inst = 14.4 µm
post-route setup slack = 4.02 ns
maximum vdd drop = 0.143 mV
post-route antenna net violation count = 0
critical path type = input pin to flop
Synth Flop Type = dfxtp_1
worst slack at placement = 3.44 ns
GPL Wtd Cong = 0.901
Syn. warnings = 2
number of synthesized flops with an enable pin = 0
Floorplan Utilization = 0.303
Tcrit/Tclk final = 0.670
vias in the first global route = 39300
Slew headroom = 0.475
cts hold-fix bufs = 0
CTS tree = done
IO Port Bufs = 141
largest net degree at the start of global routing = 72
CTS root buffer = clkbuf_16
DIE AREA = 176000 µm²
total power = 13.8 mW
Latency at later pin = 0.61 ns
CTS resizes = 0
# rows = 152
M2 GR Usage = 0.231
H-tree depth = 2
Via Count = 38500
met3 Usage GRT = 0.0366
RSZ-0062 raised after global routing = false
skew final = 0.0245 ns
Crit path required time = 12.73 ns
#FFs+latches synth = 356
Gate Count Post-Synth = 5930
Hold WC Path Type = flop to flop
# Post-CTS Setup Buffers = 0
Final min period = 8.18 ns
DRC Markers = 0
DR vias/cell = 4.65
Routed WL = 120000 µm
most frequent cells in the layout = inv_1, and2_1, ha_1, fa_1, nand2_1
Worst Tran Pin Value = 0.768 ns
post-synthesis cell area = 52200 µm²
crit path from = data_arr[28]
Max Fclk = 0.122 GHz
Max Buffers Root-to-Sink = 3
share of cells above drive strength 1 = 0.0537
Post-Place Cells = 8210
Yosys Chip Area = 52200 µm²
Setup Viol. Count Final = 0
-- flip-flops by register name, summed over array words and instances, names as in the netlist --
register	cells
other_rows.col_gen.cell_i_0.mac_inst.acc_out	54
other_rows.col_gen.cell_i_k.mac_inst.acc_out	162
acc_out	76
top_row.cell_0_j.mac_inst.acc_out	48
top_row.cell_0_0.mac_inst.acc_out	16
-- synth_stat cells (10+ instances only) --
master,count,area share
a211o_1,12,0.0020
nand4_1,23,0.0028
or2_2,12,0.0014
dfxtp_1,356,0.14
nand3_1,60,0.0057
o41ai_1,12,0.0020
fa_1,588,0.23
and3_1,23,0.0028
o31ai_1,26,0.0037
and4_1,10,0.0017
a31oi_1,27,0.0032
and2_1,783,0.094
nor2_1,215,0.015
a2111oi_0,21,0.0035
inv_1,932,0.067
a211oi_1,32,0.0046
o211ai_1,25,0.0036
a21o_1,97,0.014
a21oi_1,240,0.023
xnor2_1,216,0.036
nor3_1,99,0.0095
nand2_1,417,0.030
ha_1,772,0.18
o21ai_0,119,0.011
xor2_1,92,0.015
mux2_2,130,0.028
nor2b_1,29,0.0035
nand2b_1,22,0.0026
o21bai_1,45,0.0065
o21a_1,41,0.0059
buf_4,20,0.0029
nor4b_1,10,0.0017
clkbuf_1,233,0.017
or3_1,23,0.0028
-- critical path: stages --
cell and delay [ns]:
clkdlybuf4s50_1 0.50, buf_4 0.34, nand2_1 0.13, fa_1 0.51, fa_1 0.55, inv_1 0.06, fa_1 0.47, inv_1 0.05
fa_1 0.47, inv_1 0.04, ha_1 0.32, inv_1 0.07, o21bai_1 0.07, a21oi_1 0.27, o31ai_1 0.17, o311ai_0 0.53
ha_1 0.33, a21oi_1 0.25, inv_1 0.06, a2111oi_0 0.60, o21ai_0 0.22, nand3b_1 0.14, xnor2_1 0.12
-- logic make-up (layout without fill, tap and decap cells) --
kind of cell,after synthesis,count (layout),share of synthesized area
buffers and inverters,1193,1220,0.0872
other,1,21,0.0000718
xor gates and xnor gates,308,308,0.0516
adders and majority gates,1360,1360,0.410
AOI/OAI and AO/OA,814,814,0.106
DFF,356,356,0.136
muxes,137,137,0.0295
and+or+nand+nor,1761,1761,0.179
-- per-layer routing --
metal  vias up  wire length [µm]
met4        20              2870
met5         -               132
met2       734             53300
li1      19200                 -
met3       132              7150
met1     18400             56300
-- through the flow --
stage	utilization	cell area (µm²)
after floorplan	-	52300
after global placement	0.325	56100
after detailed placement	0.325	56100
after CTS	0.334	57500
after global routing	0.334	57500
final	0.334	57500
-- cell type report --
| type | count | area [µm²] |
|---|---|---|
| timing repair buffer | 211 | 1940 |
| tap | 2310 | 2890 |
| sequential | 356 | 7130 |
| fill | 17400 | 115000 |
| multi-input combinational | 4400 | 40600 |
| inverter | 933 | 3500 |
| clock buffer | 50 | 1120 |
| antenna | 1 | 2.50 |
| clock inverter | 26 | 280 |
-- power by group --
group	switching (mW)	internal, mW
registers	0.264	1.70
logic	5.67	4.89
clock network	0.568	0.749
-- worst paths after layout --
path,to,slack [ns],cells after the start
min,acc_out[53],0.32,0
min reg2reg,acc_out[53],0.32,0
max,flop,4.02,23
max reg2reg,flop,9.29,9
Power figures rest on the tool's default switching activity, not on a simulated workload.
